==> flow/design.v <==
`timescale 1ns/1ps
module i2c_top #(
    parameter integer freq     = 100_000,
    parameter        I2C_MODE = 0    
)(
    input  wire        clk,
    input  wire        rst_n,
    input  wire        start,
    input  wire        stop,
    input  wire [7:0]  wr_data,
    output reg         rd_tick,     
    output reg  [1:0]  ack,         
    output wire [7:0]  rd_data,
    inout              scl,
    inout              sda,
    output wire [3:0]  state
);
    localparam integer full  = (100_000_000) / (2 * freq);  
    localparam integer half  = full / 2;
    localparam integer counter_width = log2(full);
    function integer log2(input integer n);
        integer i;
        begin
            log2 = 1;
            for (i = 0; 2**i < n; i = i + 1)
                log2 = i + 1;
        end
    endfunction
    localparam [3:0]
        IDLE        = 0,
        STARTING    = 1,
        PACKET      = 2,
        ACK_SERVANT = 3,
        RENEW_DATA  = 4,
        READ        = 5,
        ACK_MASTER  = 6,
        STOP_1      = 7,
        STOP_2      = 8;
    reg [3:0]  state_q, state_d;
    reg        start_req_q, start_req_d;    
    reg        read_flag_q, read_flag_d;    
    reg [3:0]  idx_q, idx_d;
    reg [7:0]  wr_data_q, wr_data_d;        
    reg [7:0]  rd_data_q, rd_data_d;
    reg        scl_q, scl_d;
    reg        sda_q, sda_d;
    reg [counter_width-1:0] counter_q, counter_d;
    reg ack_tick_d, ack_val_d;
    reg rd_tick_d;
    wire scl_hi;  
    wire scl_lo;  
    always @(posedge clk or negedge rst_n) begin
        if (!rst_n) begin
            state_q       <= IDLE;
            start_req_q   <= 0;
            read_flag_q   <= 0;
            idx_q         <= 0;
            wr_data_q     <= 0;
            rd_data_q     <= 0;
            scl_q         <= 1'b1;
            sda_q         <= 1'b1;
            counter_q     <= 0;
            rd_tick       <= 0;
            ack           <= 0;
        end else begin
            state_q       <= state_d;
            start_req_q   <= start_req_d;
            read_flag_q   <= read_flag_d;
            idx_q         <= idx_d;
            wr_data_q     <= wr_data_d;
            rd_data_q     <= rd_data_d;
            scl_q         <= scl_d;
            sda_q         <= sda_d;
            counter_q     <= counter_d;
            rd_tick       <= rd_tick_d;
            ack[1]        <= ack_tick_d;
            ack[0]        <= ack_val_d;
        end
    end
    always @(*) begin
        counter_d = counter_q;
        scl_d     = scl_q;
        if (state_q == IDLE || state_q == STARTING) begin
            scl_d     = 1'b1;
            counter_d = 0;
        end else begin
            if (counter_q >= full) begin
                counter_d = 0;
                scl_d     = ~scl_q;
            end else begin
                counter_d = counter_q + 1'b1;
                scl_d     = scl_q;
            end
        end
    end
    assign scl_hi = (scl_q == 1'b1 && counter_q == half);
    assign scl_lo = (scl_q == 1'b0 && counter_q == half);
    always @(*) begin
        state_d      = state_q;
        start_req_d  = start_req_q;
        read_flag_d  = read_flag_q;
        idx_d        = idx_q;
        wr_data_d    = wr_data_q;
        rd_data_d    = rd_data_q;
        sda_d        = sda_q;
        ack_tick_d   = 1'b0;
        ack_val_d    = 1'b0;
        rd_tick_d    = 1'b0;
        case (state_q)
            IDLE: begin
                sda_d = 1'b1;  
                if (start) begin
                    wr_data_d   = wr_data;
                    read_flag_d = wr_data[0];  
                    start_req_d = start;       
                    idx_d       = 4'd7;        
                    state_d     = STARTING;
                end
            end
            STARTING: begin
                if (scl_hi) begin
                    sda_d = 1'b0;
                    state_d = PACKET;
                end else begin
                    sda_d = 1'b1;  
                end
            end
            PACKET: begin
                if (scl_lo) begin
                    sda_d = wr_data_q[idx_q];
                    if (idx_q == 0) begin
                        idx_d = 0;
                        state_d = ACK_SERVANT;
                    end else begin
                        idx_d = idx_q - 1;
                    end
                end else begin
                    sda_d = sda_q;
                end
            end
            ACK_SERVANT: begin
                sda_d = 1'b1;  
                if (scl_hi) begin
                    ack_tick_d = 1'b1;
                    ack_val_d  = ~sda_q;  
                    if (stop) begin
                        state_d = STOP_1;
                    end else if (start_req_q && read_flag_q) begin
                        start_req_d = 1'b0;  
                        idx_d = 4'd7;
                        state_d = READ;
                    end else begin
                        state_d = RENEW_DATA;
                    end
                end
            end
            RENEW_DATA: begin
                idx_d = 4'd7;
                if (start_req_q) begin
                    state_d = STARTING;
                end else begin
                    wr_data_d = wr_data;  
                    state_d = PACKET;
                end
            end
            READ: begin
                sda_d = 1'b1;
                if (scl_hi) begin
                    rd_data_d[idx_q] = sda;  
                    if (idx_q == 0) begin
                        idx_d = 0;
                        state_d = ACK_MASTER;
                    end else begin
                        idx_d = idx_q - 1;
                    end
                end
            end
            ACK_MASTER: begin
                if (scl_lo) begin
                    if (I2C_MODE) begin
                        if (stop)
                            sda_d = 1'b1;  
                        else
                            sda_d = 1'b0;  
                    end else begin
                        sda_d = 1'b1;
                    end
                    rd_tick_d = 1'b1;
                    idx_d = 4'd7;
                    if (stop) begin
                        state_d = STOP_1;
                    end else if (start) begin
                        start_req_d = 1'b1;
                        state_d = STARTING;
                    end else begin
                        state_d = READ;  
                    end
                end
            end
            STOP_1: begin
                if (scl_lo) begin
                    sda_d = 1'b0;
                    state_d = STOP_2;
                end
            end
            STOP_2: begin
                if (scl_hi) begin
                    sda_d = 1'b1;
                    state_d = IDLE;
                end
            end
            default: state_d = IDLE;
        endcase
    end
    generate
        if (I2C_MODE) begin : i2c_drive
            assign scl = scl_q ? 1'bz : 1'b0;
        end else begin : sccb_drive
            assign scl = scl_q ? 1'b1 : 1'b0;
        end
    endgenerate
    wire sda_released = (state_q == READ || state_q == ACK_SERVANT);
    generate
        if (I2C_MODE) begin : i2c_sda
            assign sda = sda_released ? 1'bz : (sda_q ? 1'bz : 1'b0);
        end else begin : sccb_sda
            assign sda = sda_released ? 1'bz : (sda_q ? 1'b1 : 1'b0);
        end
    endgenerate
    assign rd_data = rd_data_q;
    assign state   = state_q[3:0];
endmodule
==> flow/run.sh <==
#!/bin/bash
# OpenROAD 26Q1-2900-gdf79404cd8, Yosys 0.63+post, stock flow scripts
make -C /OpenROAD-flow-scripts/flow DESIGN_CONFIG=/design/flow/config.mk WORK_HOME=/design/flow/orfs finish
==> flow/config.mk <==
export PLATFORM = sky130hd
export DESIGN_NAME = i2c_top
export DESIGN_NICKNAME = i2c_top
export VERILOG_FILES = /design/flow/design.v
export SDC_FILE = /design/flow/constraint.sdc
export NUM_CORES = 4
export LEC_CHECK = 1
export CORE_UTILIZATION = 30
==> flow/constraint.sdc <==
current_design i2c_top

set clk_period 3.1
set clk_io_pct 0.2

create_clock -name clk0 -period $clk_period [get_ports {clk}]

set non_clock_inputs [all_inputs -no_clocks]
set_input_delay [expr $clk_period * $clk_io_pct] -clock clk0 $non_clock_inputs
set_output_delay [expr $clk_period * $clk_io_pct] -clock clk0 [all_outputs]
==> out/results.tsv <==
stage	metric	value	unit
run_status	status	aborted with a tool error	
run_status	Stop stage	clock tree synthesis (4_1_cts)	
run_status	Stop Error	[error] [KeplerFormal.cpp:679] Workflow failed: Iso has multiple drivers: .sda0, sda$_DFFE_PN1P_.Q0	
die	Placement Rows	31	
cts	Setup Fix Bufs, Post-CTS	0	
cts	CTS-repair resized insts	0	
synth	Synth Register Bits	40	
placed_design	# port buffers	26	
die	Core Util at FP	31.7	%
synth	cell count in the Yosys report	224	
synth	post-synth cell types	51	
die	die x size	90.5	um
cts	total CTS buffers	5	
cts	H-Tree Depth	2	
die	Ports	29	
cts	Hold Buf Count CTS	0	
synth	Async S/R FF share, synth	100	%
cts	CTS root buffer	clkbuf_8	
die	DIE HEIGHT	90.5	um
cts	clock tree buffer depth	2	
synth	EDFF count, synth	0	
synth	mean post-synth cell area	10.5	um^2
placed_design	gpl congestion	0.879	
synth	cell count after synthesis	224	
synth	Synth Warn #	5	
synth	Yosys Chip Area	2350	um^2
placed_design	Post-DP HPWL	3370	um
synth	ys flop type	dfrtp_1	
synth	Post-Syn Area	2350	um^2
placed_design	DP Area	2650	um^2
synth	register share after synthesis	42.7	%
cts	clk sink count	40	
Yosys cell counts, types with 2 or more instances:
cell type / instances / share of area [%]
nand4bb_1: 2 / 0.96
o31ai_1: 3 / 0.96
buf_6: 5 / 2.4
xor2_1: 3 / 1.1
nand2_1: 12 / 1.9
nand4_1: 7 / 1.9
inv_1: 11 / 1.8
xnor2_1: 9 / 3.4
nand3_1: 10 / 2.1
o22ai_1: 2 / 0.53
dfrtp_1: 38 / 40
ha_1: 7 / 3.7
or3b_2: 3 / 1.1
nand2b_1: 3 / 0.80
mux2i_1: 2 / 0.85
a21oi_1: 4 / 0.85
clkbuf_1: 5 / 0.80
nor3_1: 3 / 0.64
o2bb2ai_1: 6 / 2.2
mux2_2: 19 / 9.1
nand3b_1: 2 / 0.64
nor4_1: 5 / 1.3
o21ai_0: 8 / 1.7
and4b_1: 2 / 0.85
nor2_1: 22 / 3.5
o211ai_1: 3 / 0.96
mux4_1: 2 / 2.2
dfstp_2: 2 / 2.2
a41oi_1: 2 / 0.75
through the flow:
step | std cells | hold WS, ps | utilization [%] | setup WS, ps
after floorplan | 224 | 324 | - | 883
after global placement | 340 | 477 | 35.8 | 679
after detailed placement | 340 | 477 | 35.8 | 616
logic make-up after synthesis:
group	synth area share (%)
XOR/XNOR	4.47
AND-OR/OR-AND	10.9
buffers and inverters	6.02
multiplexers	12.2
flip-flops	42.7
adder cells (fa/ha/maj)	3.73
AND/OR/NAND/NOR	20.0
