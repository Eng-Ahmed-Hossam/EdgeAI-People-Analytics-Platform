==> design/flow/design.v <==
`timescale 1ns / 1ps
module vga_core(
    input  wire clk,
    input  wire rst_n,
    output wire hsync,
    output wire vsync,
    output reg  video_on,
    output wire [11:0] pixel_x,
    output wire [11:0] pixel_y
);
    localparam HD   = 640;   
    localparam HFP  = 16;    
    localparam HSW  = 96;    
    localparam HBP  = 48;    
    localparam VD   = 480;   
    localparam VFP  = 10;    
    localparam VSW  = 2;     
    localparam VBP  = 33;    
    localparam HTOTAL = HD + HFP + HSW + HBP;
    localparam VTOTAL = VD + VFP + VSW + VBP;
    reg [11:0] hctr_q, hctr_d;
    reg [11:0] vctr_q, vctr_d;
    reg hsync_q, hsync_d;
    reg vsync_q, vsync_d;
    always @(posedge clk or negedge rst_n) begin
        if (!rst_n) begin
            hctr_q   <= 0;
            vctr_q   <= 0;
            hsync_q  <= 1;
            vsync_q  <= 1;
        end else begin
            hctr_q   <= hctr_d;
            vctr_q   <= vctr_d;
            hsync_q  <= hsync_d;
            vsync_q  <= vsync_d;
        end
    end
    always @* begin
        hctr_d    = hctr_q + 1;
        vctr_d    = vctr_q;
        hsync_d   = 1;
        vsync_d   = 1;
        video_on  = 0;
        if (hctr_q == HTOTAL - 1) begin
            hctr_d = 0;
            if (vctr_q == VTOTAL - 1)
                vctr_d = 0;
            else
                vctr_d = vctr_q + 1;
        end
        if (hctr_q < HD && vctr_q < VD)
            video_on = 1;
        if (hctr_q >= HD + HFP && hctr_q < HD + HFP + HSW)
            hsync_d = 0;
        if (vctr_q >= VD + VFP && vctr_q < VD + VFP + VSW)
            vsync_d = 0;
    end
    assign pixel_x = hctr_q;
    assign pixel_y = vctr_q;
    assign hsync   = hsync_q;
    assign vsync   = vsync_q;
endmodule
==> design/flow/run.sh <==
#!/bin/bash
# OpenROAD 26Q1-2900-gdf79404cd8, Yosys 0.63+post, stock flow scripts
make -C /OpenROAD-flow-scripts/flow DESIGN_CONFIG=/design/flow/config.mk WORK_HOME=/design/flow/orfs finish
==> design/flow/config.mk <==
export PLATFORM = sky130hd
export DESIGN_NAME = vga_core
export DESIGN_NICKNAME = vga_core
export VERILOG_FILES = /design/flow/design.v
export SDC_FILE = /design/flow/constraint.sdc
export NUM_CORES = 4
export LEC_CHECK = 1
export CORE_AREA = 10 10 101 101
export DIE_AREA = 0 0 111 111
==> design/flow/constraint.sdc <==
current_design vga_core

set clk_period 2.1
set clk_io_pct 0.2

create_clock -name clk0 -period $clk_period [get_ports {clk}]

set non_clock_inputs [all_inputs -no_clocks]
set_input_delay [expr $clk_period * $clk_io_pct] -clock clk0 $non_clock_inputs
set_output_delay [expr $clk_period * $clk_io_pct] -clock clk0 [all_outputs]
==> flow_summary_export.csv <==
group,metric,value,unit
sta,worst_pin_slew,339,ps
sta,setup_tns,0,ps
job,max_cap_viol_count,0,
worst_hold_path,hp-class,"in2async",
sta,setup_viol,0,
place,placed_area,0.00182,mm²
floorplanning,io_pins,29,
job,tool_warnings,28,
sta,fin_worst_skew,4.40,ps
layout,finalInstanceArea,0.00193,mm²
power_and_ir_drop,max-vdd-ir-drop,0.000275,V
floorplanning,initial_utilization,16.7,%
place,gp_congestion,0.742,
clock_tree,clockBufferDepth,2,
layout,final_cell_mix,"clkdlybuf4s50_1 (27), dfrtp_1 (24), buf_4 (14)",
clock_tree,cts_inserted_buffers,3,
sta,relSlewSlack,77.4,%
floorplanning,die-width,111,µm
sta,hold_viol,0,
routing,wl_per_cell,12.7,µm
layout,drive_gt1_share,18.6,%
clock_tree,h-tree-depth,1,
place,io_buffers,28,
logic_synthesis,ys_warn_count,1,
clock_tree,clk_pin_slew,100,ps
power_and_ir_drop,power.share.combinational,1.4,%
power_and_ir_drop,p_switching,0.000175,W
layout,post-route-util,23.7,%
floorplanning,die_area,0.0123,mm²
worst_setup_path,path_class,"reg2reg",
worst_setup_path,crit_path_start_kind,"register",
power_and_ir_drop,power_density,485,mW/mm²
run_status,outcome,"finished, final reports clean",
grt,grt_pass1_vias,1098,
floorplanning,row_count,33,
logic_synthesis,syn_area_per_cell,10.4,µm²
sta,rsz0062_at_grt,"false",
sta,clock.fmax,539,MHz
logic_synthesis,synth_flops,26,
clock_tree,cts.sinks,26,
power_and_ir_drop,share_seq_of_total_power,53.6,%
routing,ant_nets,0,
grt,grt_pass1_wl,5700,µm
logic_synthesis,ys_cells,130,
grt,grt_use_total,5.38,%
logic_synthesis,yosys-stat-area,0.00136,mm²
grt,grt_max_degree,27,
logic_synthesis,synthCells,130,
power_and_ir_drop,p_clk_share,45.0,%
floorplanning,coreArea,0.00813,mm²
routing,finalWirelength,3510,µm
worst_setup_path,crit_required,2270,ps
sta,period_needed,1850,ps
routing,route.detailed.drc,0,
place,dp_hpwl,2590,µm
worst_setup_path,cp_max_fo,6,
power_and_ir_drop,p_int,0.000758,W
routing,vias,1113,
sta,finalCritPeriodShare,88.3,%
clock_tree,holdBufCountCts,0,
logic_synthesis,ys_seq_share,48.2,%
layout,area_delta_synth_final,42.1,%
routing,vias_per_cell,4.02,
power_and_ir_drop,switching_share,18.8,%
worst_setup_path,cp-end-kind,"register",
grt,grt.overflow.total,0,
clock_tree,cts_tree,"done",
routing,dr.pass1.iters,4,
routing,diodes,0,
logic_synthesis,ys_types,41,
clock_tree,clock_latency,270,ps
power_and_ir_drop,p_leak,0.797,nW
layout,mostFrequentLayoutCell,"clkdlybuf4s50_1",
logic_synthesis,syn-cell-area,0.00136,mm²
worst_setup_path,crit_arrival,2020,ps
clock_tree,cts-root-buf,"clkbuf_8",
grt,antenna_found_initial,0,
sta,slew_viol_final,0,
floorplanning,die_h,111,µm
routing,drt_iter0_drc,70,
state kept, by name, summed over array words and instances, names as in the netlist:
register and count:
hctr_q 12, vctr_q 12, hsync_q 1, vsync_q 1
synthesized netlist by cell type, drive strengths merged:
master | number | area, µm²
and4 | 5 | 45.0
xnor2 | 3 | 26.3
a31oi | 1 | 6.26
and2 | 3 | 18.8
or3 | 2 | 13.8
nand2b | 2 | 15.0
o2bb2ai | 1 | 8.76
a2bb2oi | 1 | 8.76
and4b | 1 | 10.0
and3 | 1 | 6.26
dfrtp | 24 | 601
nor2 | 8 | 32.5
nand2 | 12 | 45.0
o31a | 1 | 8.76
nor4b | 2 | 32.5
xor2 | 9 | 78.8
o21bai | 1 | 7.51
nor4bb | 1 | 10.0
buf | 4 | 28.8
o21ai | 7 | 35.0
inv | 6 | 22.5
mux2 | 1 | 11.3
o22ai | 1 | 6.26
dfstp | 2 | 52.6
nor3 | 5 | 40.0
nand3 | 9 | 45.0
ha | 4 | 50.1
a21oi | 2 | 10.0
o31ai | 3 | 22.5
nor4 | 2 | 12.5
nand4 | 6 | 43.8
critical path: stages, from the launching register on:
cell and delay [ps]:
dfrtp_1 450, ha_1 230, and3_1 260, nand4_2 120, nor4_1 340, mux2_2 370
cells by family after synthesis:
family,synth area share (%)
and+or+nand+nor,27.3
AOI/OAI and AO/OA,8.40
xor gates and xnor gates,7.76
muxes,0.831
DFF,48.2
adders and majority gates,3.69
buffers and inverters,3.79
final cells by class:
cell class / instances / area (µm²)
tap: 105 / 131
inverter: 6 / 22.5
sequential: 26 / 653
fill: 851 / 6210
clock buffer: 3 / 41.3
clock inverter: 1 / 30.0
multi-input combinational: 94 / 659
timing repair buffer: 42 / 388
per-stage QoR:
stage	std cells	worst slack, ps	hold slack (ps)	total power [W]
after detailed placement	270	238	490	0.000524
final	277	245	516	0.000934
after global routing	277	54.3	540	0.000961
after CTS	276	4.09	524	0.000944
after global placement	270	258	483	0.000524
after floorplan	130	404	124	0.000510
power groups by stage:
stage / logic [W] / registers [W] / clock network [W]
final: 0.0000126 / 0.000500 / 0.000421
after global routing: 0.0000149 / 0.000501 / 0.000445
after CTS: 0.0000138 / 0.000500 / 0.000430
routing by layer:
layer	share of wire, %	global-route usage (%)
met2	46	8.88
met3	7.3	1.86
met5	0	0
met1	46	6.74
met4	1.1	0.781
worst paths after layout:
kind	endpoint	startpoint	cells after the start	slack (ps)
max reg2reg	vctr_q[10]	hctr_q[0]	5	250
min reg2reg	vctr_q[11]	vctr_q[11]	1	520
min	hctr_q[3]	rst_n	2	520
min in group clk0	vctr_q[11]	vctr_q[11]	1	520
max	vctr_q[10]	hctr_q[0]	5	250
max in group asynchronous	hsync_q	rst_n	2	1280
repair_timing:
item,4_1_cts,5_1_grt
endpoints found under the setup margin,1,1
setup buffers,2,1
resized,2,2
cloned,0,0
No activity file was given, so power comes from the tool's default toggle rates.
