File: /design/flow/run.sh
#!/bin/bash
# OpenROAD 26Q1-2900-gdf79404cd8, Yosys 0.63+post, stock flow scripts
make -C /OpenROAD-flow-scripts/flow DESIGN_CONFIG=/design/flow/config.mk WORK_HOME=/design/flow/orfs finish
File: /design/flow/config.mk
export PLATFORM = sky130hd
export DESIGN_NAME = asyn_fifo
export DESIGN_NICKNAME = asyn_fifo
export VERILOG_FILES = /design/flow/design.v
export SDC_FILE = /design/flow/constraint.sdc
export NUM_CORES = 4
export LEC_CHECK = 1
export CORE_UTILIZATION = 30
export SYNTH_MEMORY_MAX_BITS = 65536
File: /design/flow/constraint.sdc
current_design asyn_fifo

set clk_period 595.8
set clk_io_pct 0.2

create_clock -name clk0 -period $clk_period [get_ports {clk_read}]
create_clock -name clk1 -period $clk_period [get_ports {clk_write}]

set non_clock_inputs [all_inputs -no_clocks]
set_input_delay [expr $clk_period * $clk_io_pct] -clock clk0 $non_clock_inputs
set_output_delay [expr $clk_period * $clk_io_pct] -clock clk0 [all_outputs]
File: /design/flow/design.v
`timescale 1ns/1ps
module asyn_fifo #(
    parameter DATA_WIDTH = 8,
    parameter FIFO_DEPTH_WIDTH = 11      
)(
    input  wire                         rst_n,
    input  wire                         clk_write,
    input  wire                         clk_read,
    input  wire                         write,
    input  wire                         read,
    input  wire [DATA_WIDTH-1:0]        data_write,
    output wire [DATA_WIDTH-1:0]        data_read,
    output reg                          full,
    output reg                          empty,
    output reg [FIFO_DEPTH_WIDTH:0]     data_count_w,
    output reg [FIFO_DEPTH_WIDTH:0]     data_count_r
);
    localparam FIFO_DEPTH = (1 << FIFO_DEPTH_WIDTH);
    reg [FIFO_DEPTH_WIDTH:0] w_ptr_q;
    reg [FIFO_DEPTH_WIDTH:0] r_ptr_q;
    wire [FIFO_DEPTH_WIDTH:0] w_grey     = w_ptr_q ^ (w_ptr_q >> 1);
    wire [FIFO_DEPTH_WIDTH:0] w_grey_nxt = (w_ptr_q + 1'b1) ^ ((w_ptr_q + 1'b1) >> 1);
    wire [FIFO_DEPTH_WIDTH:0] r_grey     = r_ptr_q ^ (r_ptr_q >> 1);
    wire [FIFO_DEPTH_WIDTH:0] r_grey_nxt = (r_ptr_q + 1'b1) ^ ((r_ptr_q + 1'b1) >> 1);
    wire we = write && !full;    
    reg [FIFO_DEPTH_WIDTH:0] r_grey_sync, r_grey_sync_temp;
    reg [FIFO_DEPTH_WIDTH:0] w_grey_sync, w_grey_sync_temp;
    always @(posedge clk_write or negedge rst_n) begin
        if (!rst_n) begin
            r_grey_sync_temp <= 0;
            r_grey_sync      <= 0;
        end else begin
            r_grey_sync_temp <= r_grey;
            r_grey_sync      <= r_grey_sync_temp;
        end
    end
    always @(posedge clk_read or negedge rst_n) begin
        if (!rst_n) begin
            w_grey_sync_temp <= 0;
            w_grey_sync      <= 0;
        end else begin
            w_grey_sync_temp <= w_grey;
            w_grey_sync      <= w_grey_sync_temp;
        end
    end
    function [FIFO_DEPTH_WIDTH:0] grey_to_bin;
        input [FIFO_DEPTH_WIDTH:0] grey;
        integer i;
    begin
        grey_to_bin[FIFO_DEPTH_WIDTH] = grey[FIFO_DEPTH_WIDTH];
        for (i = FIFO_DEPTH_WIDTH-1; i >= 0; i = i - 1)
            grey_to_bin[i] = grey_to_bin[i+1] ^ grey[i];
    end
    endfunction
    reg [FIFO_DEPTH_WIDTH:0] r_ptr_sync_bin;
    reg [FIFO_DEPTH_WIDTH:0] w_ptr_sync_bin;
    always @(*) begin
        r_ptr_sync_bin = grey_to_bin(r_grey_sync);
        w_ptr_sync_bin = grey_to_bin(w_grey_sync);
    end
    always @(posedge clk_write or negedge rst_n) begin
        if (!rst_n) begin
            w_ptr_q     <= 0;
            full        <= 1'b0;
            data_count_w<= 0;
        end else begin
            if (we)
                w_ptr_q <= w_ptr_q + 1'b1;
            full <= (we ? w_grey_nxt : w_grey) ==
                    {~r_grey_sync[FIFO_DEPTH_WIDTH],
                    r_grey_sync[FIFO_DEPTH_WIDTH-1:0]};
            if (w_ptr_q >= r_ptr_sync_bin)
                data_count_w <= w_ptr_q - r_ptr_sync_bin;
            else
                data_count_w <= FIFO_DEPTH - r_ptr_sync_bin + w_ptr_q;
        end
    end
    wire [FIFO_DEPTH_WIDTH:0] r_ptr_d =
        (read && !empty) ? (r_ptr_q + 1'b1) : r_ptr_q;
    always @(posedge clk_read or negedge rst_n) begin
        if (!rst_n) begin
            r_ptr_q     <= 0;
            empty       <= 1'b1;
            data_count_r<= 0;
        end else begin
            r_ptr_q <= r_ptr_d;
            empty <= (read && !empty) ?
                    (r_grey_nxt == w_grey_sync) :
                    (r_grey     == w_grey_sync);
            if (w_ptr_sync_bin >= r_ptr_q)
                data_count_r <= w_ptr_sync_bin - r_ptr_q;
            else
                data_count_r <= FIFO_DEPTH - r_ptr_q + w_ptr_sync_bin;
        end
    end
    dual_port_sync #(
        .ADDR_WIDTH(FIFO_DEPTH_WIDTH),
        .DATA_WIDTH(DATA_WIDTH)
    ) ram_inst (
        .clk_r(clk_read),
        .clk_w(clk_write),
        .we(we),
        .din(data_write),
        .addr_a(w_ptr_q[FIFO_DEPTH_WIDTH-1:0]),
        .addr_b(r_ptr_d[FIFO_DEPTH_WIDTH-1:0]),
        .dout(data_read)
    );
endmodule
module dual_port_sync #(
    parameter ADDR_WIDTH = 11,
    parameter DATA_WIDTH = 8
)(
    input                     clk_r,
    input                     clk_w,
    input                     we,
    input  [DATA_WIDTH-1:0]   din,
    input  [ADDR_WIDTH-1:0]   addr_a, addr_b,
    output [DATA_WIDTH-1:0]   dout
);
    reg [DATA_WIDTH-1:0] ram[(1<<ADDR_WIDTH)-1:0];
    reg [ADDR_WIDTH-1:0] addr_b_q;
    always @(posedge clk_w) begin
        if (we)
            ram[addr_a] <= din;
    end
    always @(posedge clk_r) begin
        addr_b_q <= addr_b;
    end
    assign dout = ram[addr_b_q];
endmodule
==> results_slide.txt <==
Flow Results at a Glance

Synthesis
  • Async set-or-reset flop fraction in the synthesized netlist: 0.594%
  • Post-Syn Area: 638000 sq um
  • Seq share, synth: 77.5%
  • Register bit total from synthesis: 16493
  • Cells after synthesis: 27610
  • Dominant register cell: edfxtp_1
  • Yosys Warn Count: 2
  • Flip-flops with a built-in enable: 16384
  • Syn avg cell area: 23.1 sq um
  • Yosys cell count: 27610
  • Unique cell types: 80
  • Yosys stat chip area: 638000 sq um

Layout
  • Area Growth Syn to Fin: 14.8%
  • Share of cells above drive strength 1: 29.5%
  • Filler cell count: 191085
  • Fin area: 732000 sq um

Die
  • CORE AREA: 2120000 sq um
  • Die area: 2130000 sq um
  • # IOs: 47
  • Die X: 1460 um
  • Die H: 1460 um
  • Initial Utilization: 30.1%
  • Row count: 535

Timing
  • PnR worst setup slack: 464.33 ns
  • Fin. max-slew vios: 0
  • Final Hold Viols: 0
  • Max-slew headroom: 1.17%
  • RSZ-0062 raised after global routing: no
  • Fin Clk Skew: 0.124 ns
  • Final setup viols: 0
  • Worst Tran Pin Value: 1.48 ns
  • Setup TNS: 0 ns

Global route
  • First-pass GRT wire length: 2600000 um
  • Antenna violations before repair: 192
  • GRT Total Usage: 18.8%
  • Met1 Use GR: 16.6%
  • Met2 usage: 27.1%
  • Met3 usage: 18.9%
  • Gr ovfl total: 0
  • Largest net degree at the start of global routing: 137
  • Vias in the first global route: 338844
  • GR peak layer: met2

Worst setup path
  • Critical path's most frequent cell: buf_4
  • Critical path class: reg2out
  • Setup crit start kind: flop
  • Slowest cell on crit path: nor4_2
  • Worst Path Max Fanout: 33
  • Critical path, cell by cell: buf_4 > buf_4 > buf_4 > buf_4 > buf_4 > buf_4 > buf_4 > buf_4 > buf_4 > mux4_2 > mux4_2 > a22o_1 > a221oi_1 > o22ai_1 > nor4_2 > buf_4 > nor3_1 > or3_1 > clkdlybuf4s50_1
  • Slowest cell delay on critical path: 1.25 ns
  • Critical path capture point type: output port
  • Critical Path AT: 12.31 ns
  • CP required: 476.64 ns

Drt
  • WL/cell: 31.7 um
  • DR DRC count: 0
  • Routed Antenna Nets: 1
  • 1st-iter DRT viols: 21998
  • First-pass DRT Iterations: 6
  • DR vias: 301814
  • Number of vias per cell: 5.10
  • Final wirelength: 1870000 um

Place
  • Post-DP HPWL: 1200000 um
  • Gpl congestion: 0.889
  • Post-place setup slack: 464.41 ns
  • Port bufs: 45
  • Placed cell area: 679000 sq um

CTS
  • Setup repair bufs after CTS: 0
  • CTS tree: built
  • Reg clk slew, reported paths: 0.06 ns
  • # clock sinks: 16493

Job
  • Log Warnings: 152
  • Max-cap violations: 0

Worst hold path
  • HP Class: reg2reg

Pwr
  • Pleak: 220 nW
  • Peak VDD IR: 0.00000750 V
  • Final Power: 3.37 mW
  • PwrDens: 4.60 nW/um^2

Run status
  • Status: finished with violations
  • Failing checks: antenna rules
cells by family (layout without fill, tap and decap cells):
| logic type | Yosys count | count (layout) | share of synthesized area (%) |
|---|---|---|---|
| mux | 5041 | 5041 | 17.5 |
| xor+xnor | 154 | 154 | 0.225 |
| other cells | 0 | 361 | 0 |
| compound gates | 1137 | 1137 | 1.28 |
| buf+inv | 1833 | 4795 | 1.44 |
| simple gates | 2852 | 2852 | 1.79 |
| fa+ha+maj | 100 | 100 | 0.223 |
| flops | 16493 | 16493 | 77.5 |
layer usage:
| metal | wire [um] | vias to the layer above | share of wire [%] |
|---|---|---|---|
| li1 | - | 121101 | - |
| met1 | 506000 | 154134 | 27 |
| met2 | 856000 | 22673 | 46 |
| met3 | 405000 | 3611 | 22 |
| met4 | 97400 | 295 | 5.2 |
| met5 | 7410 | - | 0.40 |
registers in the layout, summed over array words and instances (netlist names):
name	cells
ram_inst.ram	16384
data_count_r	12
data_count_w	12
r_grey_sync	12
r_grey_sync_temp	12
r_ptr_q	12
w_grey_sync	12
w_grey_sync_temp	12
w_ptr_q	12
ram_inst.addr_b_q	11
empty	1
full	1
synthesized netlist by cell type, drive strengths merged (27+ instances only):
| cell type | count | area share, % |
|---|---|---|
| edfxtp | 16384 | 77 |
| mux4 | 4888 | 17 |
| nor2 | 2202 | 1.3 |
| buf | 943 | 0.91 |
| clkbuf | 819 | 0.48 |
| a22oi | 353 | 0.42 |
| nand2 | 275 | 0.16 |
| a21oi | 161 | 0.13 |
| nand3 | 149 | 0.12 |
| mux2i | 141 | 0.22 |
| a221oi | 131 | 0.18 |
| a22o | 104 | 0.14 |
| o22ai | 101 | 0.099 |
| xnor2 | 101 | 0.14 |
| o21ai | 100 | 0.078 |
| dfrtp | 97 | 0.38 |
| ha | 77 | 0.15 |
| inv | 71 | 0.042 |
| nor3 | 53 | 0.042 |
| xor2 | 47 | 0.065 |
| nand4 | 37 | 0.036 |
| a31oi | 33 | 0.032 |
| nor2b | 32 | 0.031 |
| a211oi | 27 | 0.032 |
power breakdown:
group          switching, mW  internal [mW]  total, mW
combinational          0.649          0.420       1.07
sequential           0.00667           1.28       1.29
clock                  0.430          0.578       1.01
total                   1.09           2.28       3.37
placed cells by master, fill, tap and decap left out, types with 33 or more instances in the layout:
cell type,instances
dfrtp_1,97
buf_12,54
a31oi_1,33
mux2i_1,141
a221oi_1,129
clkbuf_1,345
clkinvlp_4,64
clkinv_1,359
mux4_2,4888
o22ai_1,101
a22oi_1,353
clkinv_2,307
nor3_1,42
xnor2_1,101
a21oi_1,159
xor2_1,47
nand3_1,133
nor2_1,2179
clkdlybuf4s50_1,36
bufinv_16,136
o21ai_0,87
ha_1,77
inv_1,65
clkbuf_16,1699
buf_4,1645
diode_2,361
edfxtp_1,16384
nand2_1,258
a22o_1,104
nand4_1,37
final cells by class:
| class | count | area (sq um) | area share (%) |
|---|---|---|---|
| repair buffers | 1761 | 14200 | 1.94 |
| well taps | 28192 | 35300 | 4.82 |
| multi-input cells | 9284 | 135000 | 18.4 |
| diodes | 361 | 903 | 0.123 |
| clock inverters | 919 | 8050 | 1.10 |
| flip-flops and latches | 16493 | 495000 | 67.6 |
| inverters | 71 | 294 | 0.0402 |
| clock buffers | 2044 | 43800 | 5.98 |
worst max-delay path, delay by kind of cell, from the launching register on:
kind / cells / cell delay, ns
buffers and inverters: 11 / 6.33
multiplexers: 2 / 1.09
AND-OR/OR-AND: 3 / 1.36
AND/OR/NAND/NOR: 3 / 2.18
flip-flops: 1 / 0.71
timing repair:
action	in CTS	in global routing
gates resized	0	0
hold endpoints to repair	12	0
hold buffers	16	0
stage by stage:
stage          utilization (%)  std cells  hold WS [ns]
2_1_floorplan                -      27610         0.331
5_1_grt                   34.5      58881         0.155
3_3_place_gp              32.0      55779         0.334
6_report                  34.5      59125         0.104
4_1_cts                   34.5      58761        0.0370
3_5_place_dp              32.0      55782         0.335
path summary, 6_finish.rpt:
kind / from / end / slack [ns] / cells past startpoint
setup / recovery: ram_inst.addr_b_q[0] / data_read[5] / 464.33 / 19
min in group clk0: w_grey_sync_temp[11] / w_grey_sync[11] / 0.35 / 0
hold / removal: r_ptr_q[11] / r_grey_sync_temp[11] / 0.10 / 1
hold reg to reg: r_ptr_q[11] / r_grey_sync_temp[11] / 0.10 / 1
max in group asynchronous: rst_n / w_grey_sync[8] / 475.89 / 2
min in group asynchronous: rst_n / data_count_w[7] / 117.89 / 1
max in group clk1: data_write[2] / ram_inst.ram[643][2] / 472.34 / 8
setup reg to reg: w_grey_sync[11] / data_count_r[6] / 590.27 / 21
Power and IR drop assume default switching activity.
